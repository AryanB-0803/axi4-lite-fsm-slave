--- /design/flow/config.mk ---
export PLATFORM = sky130hd
export DESIGN_NAME = S_AXI_TOP
export DESIGN_NICKNAME = S_AXI_TOP
export VERILOG_FILES = /design/flow/design.v
export SDC_FILE = /design/flow/constraint.sdc
export NUM_CORES = 4
export LEC_CHECK = 1
export CORE_UTILIZATION = 50
--- /design/flow/design.v ---
module S_AXI_TOP(
    input aclk,aresetn,
    input awvalid,
    input [31:0]awaddr,
    input wvalid,
    input [31:0] wdata,
    input bready,
    input arvalid,
    input [31:0]araddr,
    input rready,
    output reg awready,
    output reg wready,
    output reg bvalid,
    output reg [1:0]bresp,
    output arready,
    output reg [1:0]rresp,
    output reg rvalid,
    output reg [31:0]rdata
);
reg [1:0] state,next_state;
reg [6:0] read_index,write_index;
reg [31:0]register_array[0:127];
reg [31:0]latched_addr_w,latched_data;
reg [31:0] latched_addr_r;
localparam SLVERR = 2'b10, OKAY = 2'b00;
localparam idle = 2'b00, got_aw = 2'b01, got_w = 2'b10, resp = 2'b11;
assign arready = ~rvalid;
always@(*) begin
    read_index = latched_addr_r[8:2];
    if(latched_addr_r[31:9] != 0)  begin
        rresp = SLVERR;  
        rdata = 32'h0;
    end
    else begin
        rresp = OKAY;
        rdata = register_array[read_index];
    end
end
always@(posedge aclk or negedge aresetn) begin   
    if(!aresetn) begin 
        rvalid <= 0;
        latched_addr_r <= 32'h0;
    end
    else begin
        if(rready && rvalid)
            rvalid <= 0;
        else if(arready && arvalid) begin
            latched_addr_r <= araddr;
            rvalid <= 1;
        end
    end
end
always@(*) begin
    write_index = latched_addr_w[8:2];
    if((latched_addr_w[31:9] != 0))
        bresp = SLVERR;
    else
        bresp = OKAY;
end
always@(*) begin
    next_state = state;
    case(state)
        idle : begin
            if((awvalid&&awready)&&(wvalid&&wready))
                next_state = resp;
            else if(awvalid&&awready)
                next_state = got_aw;
            else if(wvalid&&wready)
                next_state = got_w;
        end
        got_aw : begin
            if(wvalid&&wready) 
                next_state = resp;
        end
        got_w : begin
            if(awvalid&&awready)
                next_state = resp;
        end
        resp : begin
            if(bvalid&&bready) 
                next_state = idle;
        end
    endcase
end
always@(posedge aclk or negedge aresetn) begin
    if(!aresetn) begin
        state <= idle;
        awready <= 1;
        wready <= 1;
        bvalid <= 0;
        latched_addr_w <= 32'h0;
        latched_data <= 32'h0;
    end
    else begin
        state <= next_state;
        case(state)
            idle : begin                                
                if((awvalid&&awready)&&(wvalid&&wready)) begin
                    bvalid <= 1;
                    latched_addr_w <= awaddr;
                    latched_data <= wdata;
                    awready <= 0;
                    wready <= 0;
                end
                else if(awvalid&&awready) begin
                    latched_addr_w <= awaddr;
                    awready <= 0;
                end
                else if(wvalid&&wready) begin
                    latched_data <= wdata;
                    wready <= 0;
                end
            end
            got_aw : begin
                if(wvalid&&wready) begin
                    wready <= 0;
                    bvalid <= 1;
                    latched_data <= wdata;
                    awready <= 0;
                end
                else begin
                    awready <= 0;
                    wready <= 1;
                end
            end
            got_w : begin
                if(awvalid&&awready) begin
                    wready <= 0;
                    bvalid <= 1;
                    latched_addr_w <= awaddr;
                    awready <= 0;
                end
                else begin
                    awready <= 1;
                    wready <= 0;
                end
            end
            resp : begin
                if(bvalid&&bready) begin
                    if((latched_addr_w[31:9] == 0)) 
                    register_array[write_index] <= latched_data;
                    bvalid <= 0;
                    wready <= 1;
                    awready <= 1;
                end
                else
                    bvalid <= 1;
            end
        endcase
    end
end
endmodule
--- /design/flow/constraint.sdc ---
current_design S_AXI_TOP

set clk_period 11.2
set clk_io_pct 0.2

create_clock -name clk0 -period $clk_period [get_ports {aclk}]

set non_clock_inputs [all_inputs -no_clocks]
set_input_delay [expr $clk_period * $clk_io_pct] -clock clk0 $non_clock_inputs
set_output_delay [expr $clk_period * $clk_io_pct] -clock clk0 [all_outputs]
--- /design/flow/run.sh ---
#!/bin/bash
# OpenROAD 26Q1-2900-gdf79404cd8, Yosys 0.63+post, stock flow scripts
make -C /OpenROAD-flow-scripts/flow DESIGN_CONFIG=/design/flow/config.mk WORK_HOME=/design/flow/orfs finish
==> impl_report.txt <==
RUN METRICS
----------------------------------------------------
[Run status]
  Failing checks ........................ capacitance limit, slew limit
  Run status ........................ finished with violations

[Clocking]
  Count of buffers added by post-CTS timing repair for setup ........................ 0
  Clk root buf ........................ sky130_fd_sc_hd__clkbuf_16
  Post-cts gate resize count ........................ 0
  Clk pin slew, worst setup/hold paths ........................ 0.06 ns
  Hold buffer count at cts ........................ 0
  Depth of the CTS H-tree ........................ 5
  Clk sinks ........................ 4196
  Clk buf depth ........................ 4
  Inserted Clock Buffers ........................ 427
  Clock latency of the later-clocked register in the worst-skew pair ........................ about 1.1 ns
  Clock tree from TritonCTS ........................ built

[Detailed routing]
  Via density per instance ........................ 7.96
  Wire length after detailed routing ........................ 917000 um
  Count of vias placed by the detailed router ........................ 113000
  Routed length on met2 ........................ 350000 um
  Routed length on met1 ........................ ~230000 um
  Drt drc ........................ 0
  Detailed-routed wire length on met3 ........................ roughly 220000 um
  Violation count after the first detailed-route iteration ........................ 13600
  Count of TritonRoute iterations in the first routing pass ........................ 7
  Detailed-route wire length per cell ........................ 64.6 um
  Top layer in use ........................ met5
  Antenna violation net count after detailed routing ........................ 0

[Floorplan]
  Total die area ........................ approximately 310000 um^2
  I/O pin count ........................ between 100 and 150
  Std-Cell Rows ........................ 204
  Die Span Y ........................ 559 um
  Horizontal die size ........................ 559 um
  Area of the core ........................ 309000 um^2
  Starting utilization of the core area ........................ 50.2%

[Run]
  Number of maximum-capacitance violations ........................ 2
  Tool warnings ........................ 38

[Timing]
  Fin Clk Skew ........................ 0.0852 ns
  Setup TNS ........................ 0 ns
  F_max ........................ roughly 100 MHz
  Worst Hold Margin ........................ approximately 0.51 ns
  Count of endpoints failing hold in the final timing report ........................ 0
  Final max-slew violation count ........................ 3
  Setup repair after global routing missed its margin ........................ false
  Transition time of the tightest slew-check pin ........................ 1.61 ns
  Rel. slew slack ........................ -8.15%
  Final clock period utilization by the worst path ........................ about nine tenths
  Tmin final ........................ approximately 10 ns
  Finish-stage setup viols ........................ 0

[GRT]
  Largest net degree at the start of global routing ........................ 104
  Overall fraction of global-route tracks in use ........................ between 60% and 70%
  Overflow left after global routing ........................ 0
  Vias in the first global route ........................ roughly 110k
  Antenna violations before repair ........................ 149
  Wire length of the first global-routing pass ........................ between 1000000 and 1500000 um

[Synthesis]
  Count of mapped cells out of synthesis ........................ 8586
  Synth warnings ........................ 2
  Synthesis area per yosys ........................ approximately 160000 um^2
  Count of flip-flops with a built-in enable after synthesis ........................ 4096
  Yosys reg bits ........................ 4196
  Total cells reported by yosys after synthesis ........................ 8586
  Syn Std Cell Area ........................ ~160000 um^2
  Count of cell types in the netlist ........................ about 90
  Register share after synthesis ........................ 80.9%
  Top FF cell, synth ........................ sky130_fd_sc_hd__edfxtp_1
  Async set-reset flop share out of synthesis ........................ approximately 2.4%
  Mean post-synth cell area ........................ 18.1 um^2

[Worst setup path]
  Worst-case register-to-register setup slack ........................ between 5 and 6 ns
  Worst endpoint data arrival time ........................ 7.88 ns
  Worst endpoint required time ........................ 8.96 ns
  Kind of capture point of the worst setup path ........................ primary output
  CP top delay family ........................ buffers and inverters
  Worst R2R Path Depth ........................ 9
  Highest cell delay on the worst timing path ........................ 1.25 ns
  RR Endpoint ........................ register_array[78][12]
  Cell Chain, Critical Path ........................ buf_4, or3b_4, buf_4, nor2_4, buf_4, a22oi_1, nand4_1, nor3_1, and4_1, a31oi_1, clkdlybuf4s50_1
  Launching element type of the critical path ........................ flop
  CP max-delay cell ........................ sky130_fd_sc_hd__a31oi_1
  Worst Path Buf+Inv ........................ 4
  Start-to-end type of the worst setup path ........................ reg2out
  Dominant cell type by count on the critical path ........................ sky130_fd_sc_hd__buf_4
  Crit path max fanout ........................ 20

[Pwr]
  Clock network fraction of design power ........................ 41.7%
  NetSw ........................ around 0.0086 W
  P_leak ........................ 66.7 nW
  Power per cell area ........................ around 190 nW/um^2
  Switching portion of total power ........................ 25.5%
  Seq pwr share ........................ 50.3%
  Peak ir drop on the vdd network ........................ between 0.00015 and 0.0002 V
  Part of the total power dissipated in combinational logic ........................ under 10%
  Internal portion of total power ........................ 0.0253 W

[Layout]
  Filler cell count in the final layout ........................ around 22000
  Share of cells above drive strength 1 ........................ 19.9%
  Combinational cell area excluding buffers and inverters ........................ roughly 29000 um^2
  Post-Layout Cell Count ........................ 14200
  Area occupied by registers ........................ 126000 um^2
  Layout overhead on the synthesized area ........................ 17.3%

[Worst hold path]
  Path category of the worst min-delay check ........................ reg2reg
  Depth of the worst hold-timing path ........................ 1

[Placed design]
  Placed cell count ........................ 13100
  PortBufs ........................ 137
  Sum of net half-perimeters after detailed placement ........................ 568000 um
  Final estimated routing congestion in global placement ........................ 1.10

----------------------------------------------------
-- kinds of logic after synthesis --
group                  share of synthesized area [%]
DFF                                             80.9
AOI/OAI and AO/OA                               11.8
and+or+nand+nor                                 3.98
buffers and inverters                           1.72
muxes                                           1.59
other                                        0.00242
-- per-stage QoR --
| stage | power [W] | area (um^2) | util [%] | setup slack [ns] |
|---|---|---|---|---|
| floorplan | 0.0182 | 155000 | - | 6.33 |
| global placement | 0.0198 | 168000 | 54.3 | 2.45 |
| detailed placement | 0.0198 | 168000 | 54.3 | 2.85 |
| CTS | 0.0335 | 181000 | 58.7 | 1.77 |
| global route | 0.0342 | 182000 | 58.8 | 1.53 |
| finish | 0.0339 | 182000 | 58.9 | 1.08 |
-- cells in the final DEF, fill, tap and decap left out, types with 16 or more instances in the layout --
master                               n
sky130_fd_sc_hd__a2111oi_0          19
sky130_fd_sc_hd__a21oi_1           145
sky130_fd_sc_hd__a221oi_1          113
sky130_fd_sc_hd__a222oi_1          123
sky130_fd_sc_hd__a22o_1            199
sky130_fd_sc_hd__a22oi_1          1270
sky130_fd_sc_hd__a31oi_1            51
sky130_fd_sc_hd__a32oi_1            59
sky130_fd_sc_hd__and3_1             54
sky130_fd_sc_hd__and4_1             27
sky130_fd_sc_hd__buf_12             30
sky130_fd_sc_hd__buf_4             803
sky130_fd_sc_hd__bufinv_16          33
sky130_fd_sc_hd__clkbuf_1           92
sky130_fd_sc_hd__clkbuf_16         432
sky130_fd_sc_hd__clkdlybuf4s50_1   136
sky130_fd_sc_hd__clkinv_1           92
sky130_fd_sc_hd__clkinv_2           97
sky130_fd_sc_hd__dfrtp_1            58
sky130_fd_sc_hd__dfrtp_4            39
sky130_fd_sc_hd__diode_2           284
sky130_fd_sc_hd__edfxtp_1         4096
sky130_fd_sc_hd__mux2_2            143
sky130_fd_sc_hd__mux2i_1            83
sky130_fd_sc_hd__nand2_1           163
sky130_fd_sc_hd__nand3_1           111
sky130_fd_sc_hd__nand4_1           130
sky130_fd_sc_hd__nor2_1            101
sky130_fd_sc_hd__nor2_2             65
sky130_fd_sc_hd__nor2_4            160
sky130_fd_sc_hd__nor3_1             89
sky130_fd_sc_hd__nor4_1             87
sky130_fd_sc_hd__nor4_2             19
sky130_fd_sc_hd__o2111ai_1          17
sky130_fd_sc_hd__o211ai_1           22
sky130_fd_sc_hd__o21ai_0            90
sky130_fd_sc_hd__o22a_1             16
sky130_fd_sc_hd__o22ai_1           201
sky130_fd_sc_hd__or4_1              31
-- area by class of cell --
cell class / count / area share (%)
inverters: 10 / 0.0206
clock inverters: 251 / 1.30
clock buffers: 534 / 6.21
multi-input cells: 3820 / 15.8
well taps: 4120 / 2.83
diodes: 284 / 0.390
repair buffers: 970 / 4.39
flip-flops and latches: 4196 / 69.0
-- worst max path at each step --
stage / start / to / slack (ns) / cells past startpoint
final: latched_addr_r[6] / rdata[13] / 1.08 / 11
after global routing: latched_addr_r[6] / rdata[13] / 1.53 / 11
after CTS: latched_addr_r[5] / rdata[5] / 1.77 / 13
-- sequential cells by signal, indices dropped and copies added (netlist names), named ones only --
name / count
wready: 1
awready: 1
state: 4
latched_data: 32
rvalid: 1
bvalid: 1
register_array: 4096
latched_addr_r: 30
-- layer usage --
metal,vias to the layer above,global-route usage [%]
li1,38400,-
met1,54600,61.5
met2,15000,74.9
met3,4542,68.4
met4,374,56.1
met5,-,53.1
-- worst reg2reg max path, cell delays in order, from the launching register on --
cell and delay [ns]:
sky130_fd_sc_hd__dfrtp_1 0.38, sky130_fd_sc_hd__nor4_1 0.37, sky130_fd_sc_hd__nand4_1 0.16, sky130_fd_sc_hd__or2_2 0.36, sky130_fd_sc_hd__nor3_1 0.43, sky130_fd_sc_hd__nand4_1 0.57
sky130_fd_sc_hd__buf_4 0.40, sky130_fd_sc_hd__nor2_4 0.85, sky130_fd_sc_hd__buf_4 0.66, sky130_fd_sc_hd__buf_4 0.63
-- synth_stat cells (97+ instances only) --
cell type / count / area [um^2]
sky130_fd_sc_hd__edfxtp_1: 4096 / 123000
sky130_fd_sc_hd__a22oi_1: 1270 / 9530
sky130_fd_sc_hd__nor2_1: 314 / 1180
sky130_fd_sc_hd__buf_2: 263 / 1320
sky130_fd_sc_hd__o22ai_1: 202 / 1260
sky130_fd_sc_hd__a22o_1: 199 / 1740
sky130_fd_sc_hd__clkbuf_1: 199 / 747
sky130_fd_sc_hd__nand2_1: 164 / 616
sky130_fd_sc_hd__a21oi_1: 145 / 726
sky130_fd_sc_hd__mux2_2: 143 / 1610
sky130_fd_sc_hd__nand4_1: 130 / 813
sky130_fd_sc_hd__a222oi_1: 123 / 1230
sky130_fd_sc_hd__nand3_1: 114 / 571
sky130_fd_sc_hd__a221oi_1: 113 / 990
sky130_fd_sc_hd__nor4_1: 106 / 663
sky130_fd_sc_hd__dfrtp_1: 97 / 2430
-- power groups by stage --
stage / clock network (W) / logic (W) / registers (W)
after CTS: 0.0140 / 0.00243 / 0.0171
after global routing: 0.0146 / 0.00249 / 0.0171
final: 0.0141 / 0.00271 / 0.0171
Power and IR drop assume default switching activity.
