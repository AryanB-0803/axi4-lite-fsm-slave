==> design/flow/design.v <==
module s_axi_read(
    input aclk,aresetn,
    input arvalid,
    input [31:0]araddr,
    input rready,
    output arready,
    output reg [1:0]rresp,
    output reg rvalid,
    output reg [31:0]rdata
);
localparam SLVERR = 2'b10, OKAY = 2'b00;
reg [31:0]latched_addr;
reg [31:0]register_data[0:127];
reg [6:0]read_index;
assign arready = ~rvalid;
always@(*) begin
    read_index = latched_addr[8:2];
    if(latched_addr[31:9] != 0) begin
        rresp = SLVERR;  
        rdata = 32'h0;
    end
    else begin
        rresp = OKAY;
        rdata = register_data[read_index];
    end
end
always@(posedge aclk or negedge aresetn) begin   
    if(!aresetn) begin 
        rvalid <= 0;
        latched_addr <= 32'h0;
    end
    else begin
        if(rready && rvalid)
            rvalid <= 0;
        else if(arready && arvalid) begin
            latched_addr <= araddr;
            rvalid <= 1;
        end
    end
end
endmodule
==> design/flow/run.sh <==
#!/bin/bash
# OpenROAD 26Q1-2900-gdf79404cd8, Yosys 0.63+post, stock flow scripts
make -C /OpenROAD-flow-scripts/flow DESIGN_CONFIG=/design/flow/config.mk WORK_HOME=/design/flow/orfs finish
==> design/flow/config.mk <==
export PLATFORM = sky130hd
export DESIGN_NAME = s_axi_read
export DESIGN_NICKNAME = s_axi_read
export VERILOG_FILES = /design/flow/design.v
export SDC_FILE = /design/flow/constraint.sdc
export NUM_CORES = 4
export LEC_CHECK = 1
export CORE_AREA = 10 10 94 94
export DIE_AREA = 0 0 104 104
==> design/flow/constraint.sdc <==
current_design s_axi_read

set clk_period 2.4
set clk_io_pct 0.2

create_clock -name clk0 -period $clk_period [get_ports {aclk}]

set non_clock_inputs [all_inputs -no_clocks]
set_input_delay [expr $clk_period * $clk_io_pct] -clock clk0 $non_clock_inputs
set_output_delay [expr $clk_period * $clk_io_pct] -clock clk0 [all_outputs]
==> out/qor.yml <==
outcome: "finished clean"
die_w_um: 104
p_leak_nw: 0.713
max_freq_mhz: 438
cts_hold_buf: 0
vias_per_cell: 2.97
cts_tree: "done"
cp_slowest_stage_delay_ps: 440
dp_slack_ps: 405
postSynthSeqShare_pct: 46.8
insertion_delay_ps: 260
ys_chip_area_um2: 1280
gr-usage-met3_pct: 2.07
min_period_ps: 2280
hold_class: "register to register"
dpl.cell_count: 218
p_seq_share_pct: 53.9
rows: 30
port_buffers: 29
grt_pass1_wl_um: 4100
cp_slowest_cell: "clkdlybuf4s50_1"
fin_area_um2: 1600
grt.total_usage_pct: 4.66
required_ps: 1920
cts_buffer_depth: 2
total_power_mw: 1.01
finalClockPeriodUsage_pct: 95.1
yosysUniqueCellTypes: 13
syn_area_per_cell_um2: 13.5
finalWorstSetupSlack_ps: 117
place_area_um2: 1560
slew_violations: 0
cts_root_buf: "clkbuf_8"
switchingPower_mw: 0.231
drt_iter0_markers: 7
path_clk_slew_ps: 70
met1_usage_pct: 6.59
fin_setup_tns_ps: 0
busiest_layer: "met2"
cts-buffers-inserted: 3
areaGrowthSynthToFinish_pct: 25.0
wl_per_cell_um: 11.9
crit_type: "register to primary output"
grt_pass1_vias: 768
synthesis.area_um2: 1280
final_common_cell: "conb_1"
syn_inst: 95
p_sw_share_pct: 22.8
rsz0062_at_grt: "false"
cts.sinks: 24
max-cap-violations: 0
place_congestion: 0.704
drtPass1Iterations: 3
yosysWarnings: 1
core_area_um2: 6830
warnings: 34
critical-path-top-delay-family: "simple AND/OR/NAND/NOR gates"
path_cells: "nor4_1 -> and4_1 -> nand3_1 -> clkdlybuf4s50_1"
grt.overflow.total: 0
ios: 72
drive_gt1_share_pct: 23.2
die_h_um: 104
utilization_pct: 23.5
finalHoldViolations: 0
setup_violations: 0
end_kind: "primary output"
cts_resized: 0
finalNonFillerCells: 221
yosysCellCount: 95
worstPathMaxFanout: 2
vias: 657
clock-skew-final_ps: 0.880
grt_max_degree: 25
final_antenna_net_count: 0
irDropWorstVdd_mv: 0.226
die_area_um2: 10800
internal-power_mw: 0.783
n_antenna_cell: 0
lay_top_cells: "conb_1, clkdlybuf4s50_1, dfrtp_1, mux2_4, nor4_1"
htreeDepth: 1
p_clk_share_pct: 22.3
fp-utilization_pct: 18.8
cts_setup_buffers: 0
pwr_density_cell_nw_per_um2: 632
drc: 0
comb_power_share_pct: 23.9
hpwlAfterDp_um: 2120
routed_wl_um: 2620
crit_buf_inv: 1
holdWs_ps: 510
crit_arrival_ps: 1800
grt_antenna_before_repair: 0
reg2reg_slack_ps: 1140
critPathLaunchType: "register"
ys.flops: 24
gr-usage-met2_pct: 6.76
[routing by layer]
layer  vias up  share of wire (%)
li1        317                  -
met1       298                 49
met2        40                 43
met3         2                7.5
met4         0               0.46
met5         -                  0
[worst register-to-register path, stage by stage (launching register included)]
cell	delay, ps
dfrtp_1	410
nor2b_2	160
buf_12	210
mux2_2	370
[cells by family (layout without fill, tap and decap cells)]
family                 count (synthesis)  after routing  share of synthesized area (%)
buffers and inverters                 37             35                           22.2
AOI/OAI and AO/OA                      1              1                          0.585
muxes                                 23             23                           25.7
and+or+nand+nor                        9              9                           4.39
DFF                                   24             24                           46.8
other                                  1             33                          0.292
[power groups by stage]
| stage | registers (mW) | logic, mW | clock network, mW |
|---|---|---|---|
| after CTS | 0.547 | 0.249 | 0.238 |
| after global routing | 0.558 | 0.263 | 0.262 |
| final | 0.546 | 0.242 | 0.226 |
[worst paths after layout]
check                                              from                      endpoint  cells past startpoint
min in group asynchronous                       aresetn  latched_addr[24]$_DFFE_PN0P_                      2
max in group asynchronous                       aresetn            rvalid$_DFFE_PN0P_                      2
max                        latched_addr[10]$_DFFE_PN0P_                      rresp[1]                      4
min                        latched_addr[15]$_DFFE_PN0P_  latched_addr[15]$_DFFE_PN0P_                      1
max reg2reg                          rvalid$_DFFE_PN0P_  latched_addr[17]$_DFFE_PN0P_                      3
min reg2reg                latched_addr[15]$_DFFE_PN0P_  latched_addr[15]$_DFFE_PN0P_                      1
[synthesized netlist by cell type, drive strengths merged]
master	count	share of area [%]
nor2b	1	0.49
nor4	5	2.4
conb	1	0.29
o21bai	1	0.59
nor3	1	0.39
and4	1	0.68
buf	36	22
mux2	23	26
nand3	1	0.39
inv	1	0.29
dfrtp	24	47
[flip-flops by register name, indices dropped and copies added, names as in the netlist]
| register | flops |
|---|---|
| latched_addr | 23 |
| rvalid | 1 |
[cell type report]
class,count,area [µm²]
tap,96,120
multi-input combinational,66,520
sequential,24,601
fill,745,5230
clock buffer,3,41.3
inverter,1,3.75
timing repair buffer,31,318
