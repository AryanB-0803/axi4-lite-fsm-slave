[design/flow/run.sh]
#!/bin/bash
# OpenROAD 26Q1-2900-gdf79404cd8, Yosys 0.63+post, stock flow scripts
make -C /OpenROAD-flow-scripts/flow DESIGN_CONFIG=/design/flow/config.mk WORK_HOME=/design/flow/orfs finish
[design/flow/constraint.sdc]
current_design S_AXI_WRITE

set clk_period 2.6
set clk_io_pct 0.2

create_clock -name clk0 -period $clk_period [get_ports {aclk}]

set non_clock_inputs [all_inputs -no_clocks]
set_input_delay [expr $clk_period * $clk_io_pct] -clock clk0 $non_clock_inputs
set_output_delay [expr $clk_period * $clk_io_pct] -clock clk0 [all_outputs]
[design/flow/config.mk]
export PLATFORM = sky130hd
export DESIGN_NAME = S_AXI_WRITE
export DESIGN_NICKNAME = S_AXI_WRITE
export VERILOG_FILES = /design/flow/design.v
export SDC_FILE = /design/flow/constraint.sdc
export NUM_CORES = 4
export LEC_CHECK = 1
export CORE_AREA = 10 10 96 96
export DIE_AREA = 0 0 106 106
[design/flow/design.v]
module S_AXI_WRITE(
    input aclk,aresetn,
    input awvalid,
    input [31:0]awaddr,
    input wvalid,
    input [31:0] wdata,
    input bready,
    output reg bvalid,
    output reg awready,
    output reg wready,
    output reg [1:0]bresp
);
reg [1:0] state,next_state;
reg [31:0]register_write[0:127];
reg [31:0]latched_addr,latched_data;
reg [6:0]write_index;
localparam idle = 2'b00, got_aw = 2'b01, got_w = 2'b10, resp = 2'b11;
localparam OKAY = 2'b00, SLVERR = 2'b10;
always@(*) begin
    write_index = latched_addr[8:2];
    if(latched_addr[31:9] != 0)
        bresp = SLVERR;
    else
        bresp = OKAY;
end
always@(*) begin
    next_state = state;
    case(state)
        idle : begin
            if((awvalid&&awready)&&(wvalid&&wready))
                next_state = resp;
            else if(awvalid&&awready)
                next_state = got_aw;
            else if(wvalid&&wready)
                next_state = got_w;
        end
        got_aw : begin
            if(wvalid&&wready) 
                next_state = resp;
        end
        got_w : begin
            if(awvalid&&awready)
                next_state = resp;
        end
        resp : begin
            if(bvalid&&bready) 
                next_state = idle;
        end
    endcase
end
always@(posedge aclk or negedge aresetn) begin
    if(!aresetn) begin
        state <= idle;
        awready <= 1;
        wready <= 1;
        bvalid <= 0;
        latched_addr <= 0;
        latched_data <= 0;
    end
    else begin
        state <= next_state;
        case(state)
            idle : begin                                
                if((awvalid&&awready)&&(wvalid&&wready)) begin
                    bvalid <= 1;
                    latched_addr <= awaddr;
                    latched_data <= wdata;
                    awready <= 0;
                    wready <= 0;
                end
                else if(awvalid&&awready) begin
                    latched_addr <= awaddr;
                    awready <= 0;
                end
                else if(wvalid&&wready) begin
                    latched_data <= wdata;
                    wready <= 0;
                end
            end
            got_aw : begin
                if(wvalid&&wready) begin
                    wready <= 0;
                    bvalid <= 1;
                    latched_data <= wdata;
                    awready <= 0;
                end
                else begin
                    awready <= 0;
                    wready <= 1;
                end
            end
            got_w : begin
                if(awvalid&&awready) begin
                    wready <= 0;
                    bvalid <= 1;
                    latched_addr <= awaddr;
                    awready <= 0;
                end
                else begin
                    awready <= 1;
                    wready <= 0;
                end
            end
            resp : begin
                if(bvalid&&bready) begin
                    if(latched_addr[31:9] == 0)
                        register_write[write_index] <= latched_data;
                    bvalid <= 0;
                    wready <= 1;
                    awready <= 1;
                end
                else
                    bvalid <= 1;
            end
        endcase
    end
end
endmodule
==> impl_metrics.ini <==
; physical design summary
[outcome]
status = finished, final reports clean

[synth]
netlist_top_cells_area = dfrtp_1 (53%), mux2_1 (21%), dfstp_2 (6.2%), nor4_1 (2.5%), buf_4 (1.8%)
yosys_cells = 92
ys_ff = 30
yosysTopAreaCellShare_pct = 53.5
syn_area_um2 = 1260
yosysUniqueCellTypes = 24
ys_chip_area_um2 = 1260
top_area_cell = dfrtp_1
synthCells = 92
ys_warn_count = 2
avgSynthCellArea_um2 = 13.7
ys_seq_share_pct = 59.7

[critical_path]
critical_path_class = reg2out
startpoint_type = flip-flop
cp_max_fo = 2
required_ns = 2.08
crit_path_end_kind = primary output
worst-endpoint-arrival_ns = 1.80

[power_and_ir_drop]
switchingPower_w = 0.000507
p_int_w = 0.00134
p_leak_nw = 0.711
p_comb_share_pct = 28.0
p_clk_share_pct = 25.4
swShare_pct = 27.4
power_density_nw_per_um2 = 1030
peakVddDrop_mv = 0.309
total_power_w = 0.00185
pwr-share-seq_pct = 46.7

[cts]
clk_latency_ns = 0.27
numCtsBuffers = 5
cts_root_buf = clkbuf_8
cts_buffer_depth = 2
clkSinkCount = 30
path_clk_slew_ns = 0.06
post_cts_buffers = 0
cts.repair.resized = 0
cts_tree = done
htree_levels = 2
ctsHoldBuffers = 0

[placed_design]
dp_hpwl_um = 2080
port_buffers = 31
gp_congestion = 0.760
dp_slack_ns = 0.567

[floorplanning]
row_count = 31
io_pins = 74
die_x_um = 106
die_area_um2 = 11200
core_um2 = 7210
die_h_um = 106
fp_util_pct = 17.5

[routing]
antenna_cells = 0
vias_per_cell = 3.72
firstDrtPassIters = 2
wirelength_um = 2690
drc = 0
num_vias = 840
first_iter_violations = 35
wl_per_cell_um = 11.9
ant_nets = 0

[sta]
slew_violations = 0
fin_crit_sh_pct = 89.1
hold_viol_final = 0
tns_ns = 0
min_period_ns = 2.32
fin_skew_ns = 0.00421
fmax_mhz = 432
final.setup.worst_slack_ns = 0.284
grt_setup_unrepaired = no
whs_ns = 0.493
setup_violations = 0

[global_routing]
grt_pass1_vias = 918
antenna_found_initial = 0
grt_pass1_wl_um = 4550
grt_max_degree = 31
track_usage_pct = 4.92
grt_overflow_total = 0

[final_layout]
mostFrequentLayoutCell = clkdlybuf4s50_1
drive_above_1_share_pct = 11.8
utilization_pct = 24.9
nFillCells = 768
mostFrequentLayoutCells = clkdlybuf4s50_1 (31), dfrtp_1 (27), mux2_1 (24), clkbuf_8 (6), nor4_1 (5)
area_growth_pct = 42.0

[worst_hold_path]
hp-class = reg2reg

[flow_run]
maxCapViolCount = 0
warnings = 66
## power by group through the flow
stage | sequential [W] | clock, W | combinational, W
4_1_cts | 0.000868 | 0.000484 | 0.000533
5_1_grt | 0.000901 | 0.000511 | 0.000580
6_report | 0.000864 | 0.000469 | 0.000518
## critical path, cell delays in order (launching register included)
cell             delay (ns)
dfrtp_1                0.37
nor4_1                 0.37
and4_1                 0.27
nand3_1                0.08
clkdlybuf4s50_1        0.43
## routing by layer
layer / vias to the layer above / share of wire, % / track usage, %
met5: - / 0 / 0
met1: 413 / 48 / 6.51
met4: 0 / 3.1 / 1.16
met3: 5 / 5.0 / 1.71
li1: 401 / - / -
met2: 21 / 44 / 7.60
## Yosys cell counts
library cell	n
o22a_1	2
dfstp_2	3
buf_2	1
mux2_1	24
nand3_1	2
or4_4	1
o211ai_2	1
nor2_1	4
o31ai_1	1
nor3_1	3
a21boi_1	1
a21boi_0	1
o221ai_2	1
nor4_1	5
o21ai_0	2
dfrtp_1	27
a21oi_1	3
and4_1	1
and2_1	2
conb_1	1
buf_4	3
nand2_1	1
clkbuf_1	1
inv_1	1
## through the flow
step,cell area [um2],std cells
after global placement,1680,219
after global routing,1790,226
final,1790,226
after floorplan,1260,92
after detailed placement,1680,219
after CTS,1790,226
## path summary, 6_finish.rpt
check	start	endpoint	slack (ns)	depth (start not counted)
max in group asynchronous	aresetn	state[0]$_DFF_PN1_	1.65	2
min in group asynchronous	aresetn	state[3]$_DFF_PN0_	0.63	2
hold reg to reg	flip-flop	flip-flop	0.49	1
hold / removal	flip-flop	flip-flop	0.49	1
setup / recovery	flip-flop	bresp[1]	0.28	4
setup reg to reg	state[1]$_DFF_PN0_	bvalid$_DFFE_PN0P_	1.10	3
## area by class of cell
class | count | area [um2] | area share [%]
Inverter | 1 | 3.75 | 0.209
Clock inverter | 1 | 30.0 | 1.67
Sequential cell | 30 | 754 | 42.1
Tap cell | 99 | 124 | 6.90
Clock buffer | 6 | 82.6 | 4.60
Multi-Input combinational cell | 56 | 474 | 26.4
Timing Repair Buffer | 33 | 325 | 18.1
## kinds of logic (layout without fill, tap and decap cells)
group / Yosys count / in the layout / share of synthesized area, %
AND/OR/NAND/NOR: 19 / 19 / 8.51
multiplexers: 24 / 24 / 21.4
other: 1 / 1 / 0.297
flip-flops: 30 / 30 / 59.7
buffers and inverters: 6 / 41 / 2.77
AND-OR/OR-AND: 12 / 12 / 7.33
Power is estimated from default activity; no workload was simulated.
